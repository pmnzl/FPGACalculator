**/design/flow/config.mk**
```make
export PLATFORM = sky130hd
export DESIGN_NAME = main
export DESIGN_NICKNAME = main
export VERILOG_FILES = /design/flow/design.v
export SDC_FILE = /design/flow/constraint.sdc
export NUM_CORES = 4
export LEC_CHECK = 1
export CORE_AREA = 10 10 70 70
export DIE_AREA = 0 0 80 80
```
**/design/flow/constraint.sdc**
```tcl
current_design main

set clk_period 3.4
set clk_io_pct 0.2

create_clock -name clk0 -period $clk_period

set non_clock_inputs [all_inputs -no_clocks]
set_input_delay [expr $clk_period * $clk_io_pct] -clock clk0 $non_clock_inputs
set_output_delay [expr $clk_period * $clk_io_pct] -clock clk0 [all_outputs]
```
**/design/flow/design.v**
```verilog
module main(SW, LEDR);
	input [7:0] SW;
	output [3:0] LEDR;
	wire COUT;
	wire [3:0]W;
	ninescomplement COMP(SW[3:0], W);
	bcdadder BCD(SW[7:4], W, 1, LEDR, COUT);
endmodule
module ninescomplement(B, X);
	input [3:0]B;
	output [3:0]X;
	assign X[3] = ~B[3]&~B[2]&~B[1];
	assign X[2] = B[2]^B[1];
	assign X[1] = B[1];
	assign X[0] = ~B[0];
endmodule
module bcdadder(A, B, CIN, F, COUT);
	input [3:0] A, B;
	input CIN;
	output [3:0] F;
	output COUT;
	wire [3:0] Z, S;
	wire C, K, COUT;
	adder4bit A0(A, B, CIN, Z, K);
	assign C = K|(Z[3]&Z[2])|(Z[3]&Z[1]);
	assign S = {1'b0, C, C, 1'b0};
	adder4bit A1(Z, S, 0, F, COUT);
endmodule
module adder4bit(A, B, CIN, SUM, COUT);
	input [3:0] A, B;
	input CIN;
	output [3:0] SUM;
	output COUT;
	wire C1, C2, C3;
	fulladder S1(A[0], B[0], CIN, SUM[0], C1);
	fulladder S2(A[1], B[1], C1, SUM[1], C2);
	fulladder S3(A[2], B[2], C2, SUM[2], C3);
	fulladder S4(A[3], B[3], C3, SUM[3], COUT);
endmodule
module fulladder(A, B, CIN, SUM, COUT);
	input A, B, CIN;
	output SUM, COUT;
	assign SUM = (CIN)^((A)^(B));
	assign COUT = ((CIN)&((A)^(B)))|((A)&(B));
endmodule
```
**/design/flow/run.sh**
```bash
#!/bin/bash
# OpenROAD 26Q1-2900-gdf79404cd8, Yosys 0.63+post, stock flow scripts
make -C /OpenROAD-flow-scripts/flow DESIGN_CONFIG=/design/flow/config.mk WORK_HOME=/design/flow/orfs finish
```
==> impl_metrics.env <==
# source this file to load flow results
export IMPL_drive_above_1_share=0.5625
export IMPL_power_density_nw_per_um2=233.8
export IMPL_fin_crit_sh=1.139
export IMPL_design_area_sq_um=391.6
export IMPL_path_class="in -> out"
export IMPL_crit_required_ns=2.72
export IMPL_warning_count=35
export IMPL_whs_ns=2.008
export IMPL_grt_pass1_vias=184
export IMPL_layout_area_overhead_vs_synth_pct=117.4
export IMPL_hold_depth=4
export IMPL_synthCells=18
export IMPL_fp_dieH_um=80
export IMPL_via_count=161
export IMPL_crit_family="adder cells"
export IMPL_tns_ns=-1.064
export IMPL_p_leak_nw=0.1513
export IMPL_fin_ws_ns=-0.4741
export IMPL_violations="negative setup slack"
export IMPL_placeableCoreArea_sq_um=3416
export IMPL_ys_seq_share=0
export IMPL_antenna_found_initial=0
export IMPL_grt_pass1_wl_um=793
export IMPL_fp_util=0.05275
export IMPL_hpwl_um=463.4
export IMPL_die_x_um=80
export IMPL_drtIter0Drc=0
export IMPL_final_cell_mix="buf_4 (6), clkdlybuf4s50_1 (5), buf_2 (4)"
export IMPL_whs_endpoint="LEDR[0]"
export IMPL_avgRoutedWirePerCell_um=6.192
export IMPL_ir_worst_vdd_mv=0.08043
export IMPL_drc_errors=0
export IMPL_drt_pass1_iterations=1
export IMPL_place_area_sq_um=400.4
export IMPL_slew_headroom=0.8359
export IMPL_worstPathCellList="buf_8 > inv_12 > ha_4 > inv_2 > fa_2 > fa_2 > fa_1 > o21ai_1 > nand2b_1 > ha_2 > fa_2 > buf_2"
export IMPL_routed_wl_um=483
export IMPL_crit_path_start_kind="input pin"
export IMPL_hold_path_class="in -> out"
export IMPL_worst_path_most_repeated_cell="fa_2"
export IMPL_ios=12
export IMPL_syn_area_sq_um=180.2
export IMPL_n_clock_buffer=0
export IMPL_grt_max_degree=3
export IMPL_utilization=0.1147
export IMPL_slew_viol_final=0
export IMPL_drt_vias_per_instance=2.064
export IMPL_die_area_sq_um=6400
export IMPL_final_cells=78
export IMPL_cp_num_buf_inv=4
export IMPL_dp_cells=77
export IMPL_layout_area_seq_sq_um=0
export IMPL_synth_cell_types=8
export IMPL_syn_area_per_cell_sq_um=10.01
export IMPL_ys_warn_count=2
export IMPL_num_antenna_cells=0
export IMPL_max_cap_violations=0
export IMPL_ant_nets=0
export IMPL_grtUsageTotal=0.01484
export IMPL_status="finished with violations"
export IMPL_seq_cells=0
export IMPL_max_freq_mhz=258.1
export IMPL_rsz0062_at_grt="true"
export IMPL_dp_slack_ns=-1.350
export IMPL_ys_area_sq_um=180.2
export IMPL_post_route_min_period_ns=3.874
export IMPL_slowest_delay_ns=0.51
export IMPL_io_buffers=12
export IMPL_final_common_cell="buf_4"
export IMPL_total_power_uw=91.58
export IMPL_overflow=0
export IMPL_crit_arrival_ns=3.19
export IMPL_end_kind="output port"
export IMPL_worst_pin_slew_ns=0.2443
export IMPL_cpMaxStageDelayCell="fa_2"
export IMPL_path_max_fanout=2
export IMPL_ys_cells=18
export IMPL_hold_start="SW[0]"
export IMPL_final_hold_violation_count=0
export IMPL_gp_congestion=0.6343
export IMPL_setup_violations=3
export IMPL_fp_row_count=21
export IMPL_hold_buffers=0
-- power by group --
group	total (mW)	internal [mW]	switching, mW	leakage [nW]
clock	0	0	0	0
sequential	0	0	0	0
combinational	0.0916	0.0556	0.0360	0.151
-- worst min-delay path: stages --
cell	delay (ns)
buf_2	0.10
ha_4	0.12
inv_1	0.03
clkdlybuf4s50_1	0.40
-- cell families (layout without fill, tap and decap cells) --
group                    count (synthesis)  in the layout  synth area share
AND-OR/OR-AND                            1              1           0.02775
XOR/XNOR                                 2              2           0.09724
adder cells (fa/ha/maj)                  6              6            0.5833
AND/OR/NAND/NOR                          2              2           0.06250
buffers and inverters                    7             21            0.2292
-- routing by layer --
metal,vias up,GRT usage,part of all wire
met4,0,0,0
met1,69,0.03000,0.68
li1,80,-,-
met5,-,0,0
met2,12,0.01204,0.24
met3,0,0.004545,0.083
-- worst max path at each step --
stage | start | to | slack (ns) | depth (start not counted)
global route | SW[4] | LEDR[3] | -0.63 | 13
CTS | SW[4] | LEDR[3] | -0.52 | 13
finish | SW[4] | LEDR[2] | -0.47 | 12
-- Yosys cell counts --
library cell,number,area (sq um)
buf_4,4,30.03
fa_1,4,80.08
ha_1,2,25.02
inv_1,3,11.26
nand2b_1,1,6.260
nor3_1,1,5.000
o21ai_0,1,5.000
xor2_1,2,17.52
-- area by class of cell --
cell class | count | area (sq um)
multi-input cells | 11 | 161.4
well taps | 46 | 57.56
repair buffers | 18 | 148.9
fillers | 407 | 3024
inverters | 3 | 23.77
-- timing repair --
action                                  CTS  global route
endpoints found under the setup margin    3             3
cloned                                    0             0
gates resized                            23             1
buffers inserted                          0             1
pin swaps                                 6             6
Power and IR drop assume default switching activity.
