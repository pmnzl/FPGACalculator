--- design/flow/config.mk ---
export PLATFORM = sky130hd
export DESIGN_NAME = addSubMul
export DESIGN_NICKNAME = addSubMul
export VERILOG_FILES = /design/flow/design.v
export SDC_FILE = /design/flow/constraint.sdc
export NUM_CORES = 4
export LEC_CHECK = 1
export CORE_UTILIZATION = 30
--- design/flow/constraint.sdc ---
current_design addSubMul

set clk_period 24.7
set clk_io_pct 0.2

create_clock -name clk0 -period $clk_period

set non_clock_inputs [all_inputs -no_clocks]
set_input_delay [expr $clk_period * $clk_io_pct] -clock clk0 $non_clock_inputs
set_output_delay [expr $clk_period * $clk_io_pct] -clock clk0 [all_outputs]
--- design/flow/design.v ---
module addSubMul(out, operandA, operandB, op_sel);
	input [7:0] operandA;
	input [7:0] operandB;
	input [1:0] op_sel;
	output [15:0] out;
	reg [15:0] outBin1000;
	reg [15:0] outBin100;
	reg [15:0] outBin10;
	reg [15:0] outBin1;
	reg [15:0] res;
	wire [7:0] opA, opB;
	assign opA = operandA[7:4]*8'd10 + operandA[3:0];
	assign opB = operandB[7:4]*8'd10 + operandB[3:0];
	always @(*)
	begin
		case (op_sel)
			1	:	res = opA + opB;	 
			2	:	res = opA - opB;	 
			3	:	res = opA * opB;	 
			0	: 	res = 0;				 
		endcase
		outBin1000 = (res%16'd10000-res%16'd1000)/16'd1000;	 
		outBin100 = (res%16'd1000-res%16'd100)/16'd100;			 
		outBin10 = (res%16'd100-res%16'd10)/16'd10;				 
		outBin1 = res%16'd10;											 
	end
	assign out[15:12] = outBin1000[3:0];
	assign out[11:8] = outBin100[3:0];
	assign out[7:4] = outBin10[3:0];
	assign out[3:0] = outBin1[3:0];
endmodule
--- design/flow/run.sh ---
#!/bin/bash
# OpenROAD 26Q1-2900-gdf79404cd8, Yosys 0.63+post, stock flow scripts
make -C /OpenROAD-flow-scripts/flow DESIGN_CONFIG=/design/flow/config.mk WORK_HOME=/design/flow/orfs finish
==> flow_summary.yaml <==
# implementation run metrics
finish:
  fraction_of_final_layout_cells_sized_beyond_drive_strength_1_pct: 44.83
  layout.clock_buffers: 0
  area.growth.synth_to_final_pct: 70.02
  n_sequential_cell: 0
  flop_area_um2: 0
  most_common_logic_cell_in_the_routed_design: "buf_4"
  final_core_utilization_pct: 52.12
  most-common-layout-cells: "890 x buf_4, 216 x nand2_1, 191 x nor2_1"
drt:
  number_of_remaining_drc_errors: 0
  num_vias: 19800
  drt-total-wl_um: 52610
  wl_per_cell_um: 13.99
  drtAntennaViolNets: 0
  first_iter_violations: 964
  diodes: 0
  vias_per_cell: 5.264
  first_pass_iters: 5
die:
  die-height_um: 223.8
  die_w_um: 223.8
  num_io_pins: 34
  dieArea_mm2: 0.05009
  core_box_area_mm2: 0.04815
  floorplan.core_util_pct: 30.65
  floorplan.rows: 80
yosys:
  netlist-cell-type-count: 120
  synth.yosys.warnings: 1
  yosys_cells: 2204
  syn_area_mm2: 0.01476
  yosys.stat.chipArea_mm2: 0.01476
  avg_cell_area_syn_um2: 6.697
  netlist_instances: 2204
  ys_seq_share_pct: 0
timing:
  fmax_ghz: 0.03564
  layout_min_cycle_time_ns: 28.06
  setup-tns-final_ns: -28.33
  worstMarginPinSlew_ns: 1.047
  setup_violations: 12
  maxSlewViolCount: 0
  timing.max_slew.rel_slack_pct: 28.41
  finalHoldViolCount: 0
  min_period_over_period_pct: 113.6
  grt_setup_unrepaired: "yes"
  worst_setup_margin_ns: -3.355
worst_setup_path:
  cp_max_delay_cell: "fa_2"
  path_buffers: 13
  cpPeakStageDelay_ns: 0.55
  category_of_the_worst_setup_path_launch_point: "primary input"
  critPathMaxFanout: 6
  cp_data_required_time_ns: 19.76
  cp-startpoint: "operandB[5]"
  timing.critical_path.arrival_ns: 23.12
  endpoint_kind: "output pin"
  cp_top_family: "AND-OR/OR-AND gates"
  critPathKind: "primary input to output pin"
min_path:
  hp-class: "primary input to output pin"
  hp-start: "op_sel[0]"
outcome:
  run_status: "complete, but fails checks"
  violations: "setup timing"
placed_design:
  place_congestion: 0.9979
  port_buffer_count: 34
  dp_hpwl_um: 41230
global_route:
  grt_remaining_overflow: 0
  grt_usage_pct: 20.57
  grt_max_degree: 31
  antenna_found_initial: 0
  grt_first_pass_wirelength_um: 87470
  first_global_vias: 18650
cts:
  post_cts_hold_buffer_count: 0
job:
  drv.max_cap_violation_count: 0
  warning_count: 48
[through the flow]
| step | hold WS [ns] | cells | setup slack, ns | instance area, um^2 |
|---|---|---|---|---|
| global placement | 11.35 | 3623 | -4.490 | 22470 |
| global route | 11.42 | 3761 | -4.116 | 25090 |
| finish | 11.33 | 3761 | -3.355 | 25090 |
| floorplan | 10.05 | 2235 | -2.720 | 15880 |
| detailed placement | 11.35 | 3623 | -4.563 | 22470 |
| CTS | 11.36 | 3707 | -3.178 | 23750 |
[layout make-up]
class                           instances  area (um^2)
Timing Repair Buffer                  969         7512
Fill cell                            4201        23050
Multi-Input combinational cell       2000        16240
Tap cell                              656        820.8
Inverter                              136        516.7
[path summary, 6_finish.rpt]
path                  to  slack (ns)  cells after the start
setup / recovery  out[8]       -3.36                     90
hold / removal    out[0]       11.33                      5
[cell usage after synthesis (37+ instances only)]
library cell / count / area share, %
and2_1: 43 / 1.8
nor3_1: 63 / 2.1
nand4_1: 39 / 1.7
o21a_1: 37 / 1.9
fa_1: 42 / 5.7
xor2_1: 39 / 2.3
ha_1: 111 / 9.4
nand2_1: 225 / 5.7
o21ai_0: 121 / 4.1
nand3_1: 80 / 2.7
clkbuf_1: 74 / 1.9
mux2i_1: 37 / 2.5
nor2_1: 213 / 5.4
a31oi_1: 38 / 1.6
a21oi_1: 147 / 5.0
inv_1: 134 / 3.4
xnor2_1: 96 / 5.7
[logic make-up after synthesis]
group           share of synthesized area, %
fa+ha+maj                              16.67
xor+xnor                               8.308
simple gates                           28.98
mux                                    3.849
other cells                          0.05088
compound gates                         35.57
buf+inv                                6.570
[layer usage]
| metal | GRT usage, % | vias up | routed length (um) |
|---|---|---|---|
| li1 | - | 10030 | - |
| met1 | 28.87 | 9291 | 24950 |
| met2 | 35.84 | 417 | 25030 |
| met3 | 0.8974 | 55 | 1760 |
| met4 | 2.939 | 0 | 869 |
| met5 | 0 | - | 0 |
[repair_timing]
action | 4_1_cts | 5_1_grt
cloned | 1 | 0
endpoints found under the setup margin | 12 | 12
resized | 231 | 209
endpoints found under the hold margin | 0 | 0
setup buffers | 84 | 59
pin swaps | 149 | 178
[worst min-delay path, stage by stage]
cell and delay, ns:
clkdlybuf4s50_1 0.44, buf_4 0.20, nand2_1 0.07, o21ai_0 0.25
clkdlybuf4s50_1 0.48
