===== design/flow/config.mk =====
export PLATFORM = sky130hd
export DESIGN_NAME = calc
export DESIGN_NICKNAME = calc
export VERILOG_FILES = /design/flow/design.v
export SDC_FILE = /design/flow/constraint.sdc
export NUM_CORES = 4
export LEC_CHECK = 1
export CORE_AREA = 10 10 72 72
export DIE_AREA = 0 0 82 82

===== design/flow/run.sh =====
#!/bin/bash
# OpenROAD 26Q1-2900-gdf79404cd8, Yosys 0.63+post, stock flow scripts
make -C /OpenROAD-flow-scripts/flow DESIGN_CONFIG=/design/flow/config.mk WORK_HOME=/design/flow/orfs finish

===== design/flow/design.v =====
module calc(HEX0, SW, KEY, clk);
	input [8:0] SW;
	input [2:0] KEY;
	input clk;
	output [6:0] HEX0;
	wire [3:0] A, B, R, S;
	register4bit Reg_A(A, SW[3:0], KEY[0], clk);
	register4bit Reg_B(B, SW[7:4], KEY[1], clk);
	adderSubtractor addSub(S, A, B, SW[8]);
	register4bit Reg_out(R, S, KEY[2], clk);
	decoderHexTo7Segment decoder(HEX0, R);
endmodule
module register4bit(data_out, data_in, ld, clk);
	input [3:0] data_in;
	input ld;
	input clk;
	output reg [3:0] data_out;
	always @(posedge clk)
		if (ld)
			data_out = data_in;
endmodule
module decoderHexTo7Segment(seven_seg0, HEX);
	input [3:0] HEX;
	output [6:0] seven_seg0;
	 assign seven_seg0[0] = ~HEX[3]&~HEX[2]&~HEX[1]&HEX[0] | ~HEX[3]&HEX[2]&~HEX[1]&~HEX[0] | HEX[3]&~HEX[2]&HEX[1]&HEX[0] | HEX[3]&HEX[2]&~HEX[1]&HEX[0];
	 assign seven_seg0[1] = HEX[3]&HEX[2]&~HEX[0] | HEX[2]&HEX[1]&~HEX[0] | HEX[3]&HEX[1]&HEX[0] | ~HEX[3]&HEX[2]&~HEX[1]&HEX[0];
	 assign seven_seg0[2] = HEX[3]&HEX[2]&~HEX[0] | HEX[3]&HEX[2]&HEX[1] | ~HEX[3]&~HEX[2]&HEX[1]&~HEX[0];
	 assign seven_seg0[3] = ~HEX[3]&~HEX[2]&~HEX[1]&HEX[0] | ~HEX[3]&HEX[2]&~HEX[1]&~HEX[0] | HEX[3]&~HEX[2]&HEX[1]&~HEX[0] | HEX[2]&HEX[1]&HEX[0];
	 assign seven_seg0[4] = ~HEX[3]&HEX[0] | ~HEX[2]&~HEX[1]&HEX[0] | ~HEX[3]&HEX[2]&~HEX[1];
	 assign seven_seg0[5] = HEX[3]&HEX[2]&~HEX[1]&HEX[0] | ~HEX[3]&~HEX[2]&HEX[1] | ~HEX[3]&HEX[1]&HEX[0] | ~HEX[3]&~HEX[2]&HEX[0];
	 assign seven_seg0[6] = HEX[3]&HEX[2]&~HEX[1]&~HEX[0] | ~HEX[3]&HEX[2]&HEX[1]&HEX[0] | ~HEX[3]&~HEX[2]&~HEX[1];
endmodule
module adderSubtractor(out, operandA, operandB, op_sel);
	input [3:0] operandA;
	input [3:0] operandB;
	input op_sel;
	output [3:0] out;
	assign out = op_sel ? (operandA + operandB) : (operandA - operandB);
endmodule

===== design/flow/constraint.sdc =====
current_design calc

set clk_period 2.4
set clk_io_pct 0.2

create_clock -name clk0 -period $clk_period [get_ports {clk}]

set non_clock_inputs [all_inputs -no_clocks]
set_input_delay [expr $clk_period * $clk_io_pct] -clock clk0 $non_clock_inputs
set_output_delay [expr $clk_period * $clk_io_pct] -clock clk0 [all_outputs]

==> impl_metrics.prom <==
# HELP chip_impl_metric Flow report values
# TYPE chip_impl_metric gauge
chip_impl_info{name="status",value="complete, no violations"} 1
chip_impl_info{name="timing.critical_path.from_type",value="flip-flop"} 1
chip_impl_metric{name="initCoreUtil",unit=""} 0.202
chip_impl_metric{name="fillCellCount",unit=""} 386
chip_impl_metric{name="synth_chip_area",unit="µm²"} 744
chip_impl_metric{name="groute.usage.overall",unit=""} 0.0386
chip_impl_metric{name="cts-buffers-inserted",unit=""} 3
chip_impl_metric{name="grt_antenna_before_repair",unit=""} 0
chip_impl_info{name="hp_start",value="Reg_A.data_out[0]"} 1
chip_impl_metric{name="ir_worst_vdd",unit="mV"} 0.410
chip_impl_metric{name="ys.flops",unit=""} 12
chip_impl_metric{name="port_buffers",unit=""} 19
chip_impl_info{name="clockRootBuffer",value="sky130_fd_sc_hd__clkbuf_8"} 1
chip_impl_metric{name="share_of_layout_cells_above_drive_strength_1",unit=""} 0.140
chip_impl_metric{name="insertedDiodeCount",unit=""} 0
chip_impl_metric{name="postLayoutCellArea",unit="µm²"} 1040
chip_impl_metric{name="max_slew_violation_count",unit=""} 0
chip_impl_metric{name="die_ht",unit="µm"} 82
chip_impl_metric{name="pin_count",unit=""} 20
chip_impl_metric{name="openroad.warnings",unit=""} 25
chip_impl_metric{name="cellPowerDensity",unit="nW/µm²"} 698
chip_impl_metric{name="yosysUniqueCellTypes",unit=""} 26
chip_impl_metric{name="timing.hold.worst_path_depth",unit=""} 1
chip_impl_info{name="timing.hold.worst_endpoint",value="Reg_out.data_out[0]"} 1
chip_impl_metric{name="max_fo_critical_path",unit=""} 13
chip_impl_metric{name="worstPathArrival",unit="ns"} 1.83
chip_impl_metric{name="drt_drc_violations_left",unit=""} 0
chip_impl_metric{name="dpl-instance-area",unit="µm²"} 983
chip_impl_info{name="cell_type_contributing_the_most_total_cell_area_after_synthesis",value="sky130_fd_sc_hd__edfxtp_1"} 1
chip_impl_metric{name="ys_warn_count",unit=""} 1
chip_impl_metric{name="finalSetupTns",unit="ns"} 0
chip_impl_metric{name="relSlewSlack",unit=""} 0.738
chip_impl_metric{name="hold_viol_final",unit=""} 0
chip_impl_metric{name="detailedRoute.firstPassIterationCount",unit=""} 3
chip_impl_metric{name="final-setup-viol-count",unit=""} 0
chip_impl_metric{name="power.leakage",unit="nW"} 0.423
chip_impl_metric{name="post-synth-top-area-fraction",unit=""} 0.484
chip_impl_info{name="tritoncts_clock_tree",value="built"} 1
chip_impl_metric{name="fin_crit",unit="ns"} 2.31
chip_impl_info{name="grt_setup_unrepaired",value="false"} 1
chip_impl_metric{name="synth.yosys.num_cells",unit=""} 63
chip_impl_metric{name="vias_in_the_first_global_route",unit=""} 489
chip_impl_metric{name="post-dp-hpwl",unit="mm"} 1.10
chip_impl_metric{name="cts.clk_slew.worst_paths",unit="ns"} 0.05
chip_impl_metric{name="vias",unit=""} 526
chip_impl_metric{name="clockBufferDepth",unit=""} 2
chip_impl_metric{name="grt_start_max_net_pins",unit=""} 16
chip_impl_metric{name="dr.first_iter.drc_count",unit=""} 9
chip_impl_metric{name="timing.final.crit_share",unit=""} 0.964
chip_impl_metric{name="wirelength",unit="mm"} 1.36
chip_impl_metric{name="gp_congestion",unit=""} 0.783
chip_impl_metric{name="insertion_delay",unit="ns"} 0.23
chip_impl_metric{name="max_clock_freq",unit="MHz"} 432
chip_impl_metric{name="minimum_setup_slack_among_reg_to_reg_paths",unit="ns"} 0.32
chip_impl_info{name="regToRegStartpoint",value="Reg_B.data_out[0]"} 1
chip_impl_metric{name="synth.yosys.seq_area_share",unit=""} 0.484
chip_impl_info{name="synth.area.top_cells",value="sky130_fd_sc_hd__edfxtp_1 (48%), sky130_fd_sc_hd__ha_1 (6.7%), sky130_fd_sc_hd__nand2b_4 (3.7%), sky130_fd_sc_hd__xor2_1 (3.5%), sky130_fd_sc_hd__buf_6 (3.0%)"} 1
chip_impl_metric{name="clock_tree.htree_level_count",unit=""} 1
chip_impl_metric{name="maxCapViolations",unit=""} 0
chip_impl_metric{name="finClkSkew",unit="ns"} 0.00370
chip_impl_metric{name="placed_cells",unit=""} 129
chip_impl_info{name="min_path_type",value="flip-flop to flip-flop"} 1
chip_impl_metric{name="synth_area",unit="µm²"} 744
chip_impl_metric{name="fin_total_pwr",unit="mW"} 0.726
chip_impl_metric{name="netlist_instances",unit=""} 63
chip_impl_metric{name="area_growth_syn_to_layout",unit="%"} 39.7
chip_impl_info{name="criticalPathCategory",value="flip-flop to primary output"} 1
chip_impl_metric{name="die.size.x",unit="µm"} 82
chip_impl_metric{name="core_area",unit="µm²"} 3690
chip_impl_metric{name="grt_pass1_wl",unit="mm"} 2.08
chip_impl_metric{name="ant_nets",unit=""} 0
chip_impl_metric{name="hold_buffers",unit=""} 0
chip_impl_metric{name="layout.cells.non_filler",unit=""} 134
chip_impl_info{name="end_kind",value="primary output"} 1
chip_impl_metric{name="drt-wirelength-per-cell",unit="µm"} 10.2
chip_impl_metric{name="ratio_of_routed_vias_to_standard_cells",unit=""} 3.93
chip_impl_metric{name="placement_rows",unit=""} 22
chip_impl_metric{name="r2r_cells",unit=""} 7
chip_impl_metric{name="worst_ep_required_time",unit="ns"} 1.92
chip_impl_metric{name="syn_avg_cell_area",unit="µm²"} 11.8
chip_impl_info{name="regToRegEndpoint",value="Reg_out.data_out[3]"} 1
chip_impl_metric{name="cts_num_sinks",unit=""} 12
chip_impl_metric{name="design.die.area",unit="µm²"} 6720
chip_impl_metric{name="worst_pin_slew",unit="ns"} 0.394
chip_impl_metric{name="globalRoute.totalOverflow",unit=""} 0
## synthesized netlist by cell type, drive strengths merged
library cell / n
edfxtp: 12
o21ai: 4
xnor2: 1
a22o: 1
fa: 1
o32ai: 1
nor3: 3
nand2b: 3
a21oi: 4
xor2: 3
nor2b: 1
mux2: 2
ha: 4
nor2: 3
clkbuf: 1
xnor3: 1
inv: 5
nand2: 4
o22ai: 2
a21o: 2
buf: 3
and3: 1
o31a: 1
## state kept, by name, indices dropped and copies added, names as in the netlist
register,count
Reg_A.data_out,4
Reg_B.data_out,4
Reg_out.data_out,4
## cell usage in the layout, fill, tap and decap left out, drive strengths merged, types with 2 or more instances in the layout
cell | synthesis | routed
nor2 | 3 | 3
buf | 3 | 5
o22ai | 2 | 2
clkdlybuf4s50 | 0 | 19
xor2 | 3 | 3
ha | 4 | 4
nand2b | 3 | 3
a21oi | 4 | 4
mux2 | 2 | 2
a21o | 2 | 2
nor3 | 3 | 3
nand2 | 4 | 4
inv | 5 | 5
clkbuf | 1 | 3
o21ai | 4 | 4
edfxtp | 12 | 12
## metrics by stage
step / hold WS, ns / utilization / worst slack [ns]
2_1_floorplan: 0.526 / - / 0.428
3_3_place_gp: 0.542 / 0.267 / 0.0175
3_5_place_dp: 0.544 / 0.267 / -0.0285
4_1_cts: 0.554 / 0.278 / 0.0439
5_1_grt: 0.590 / 0.282 / 0.00689
6_report: 0.551 / 0.282 / 0.0861
## power by group
group	internal [mW]	switching, mW
clock network	0.109	0.0612
logic	0.170	0.0804
registers	0.265	0.0398
total	0.544	0.181
## critical path, cell delays in order (launching register included)
cell and delay, ns:
sky130_fd_sc_hd__edfxtp_1 0.58, sky130_fd_sc_hd__mux2_2 0.38, sky130_fd_sc_hd__o22ai_1 0.15, sky130_fd_sc_hd__clkdlybuf4s50_1 0.49
## metal layers
metal  part of all wire  GRT usage  up-vias
li1                   -          -      271
met1               0.45     0.0491      231
met2               0.41     0.0541       24
met3               0.14     0.0286        0
met4                  0    0.00340        0
met5                  0          0        -
## kinds of logic (layout without fill, tap and decap cells)
group / Yosys count / in the layout / share of synthesized area
compound gates: 15 / 15 / 0.126
simple gates: 15 / 15 / 0.118
flops: 12 / 12 / 0.484
buf+inv: 9 / 32 / 0.0706
fa+ha+maj: 5 / 5 / 0.0941
xor+xnor: 5 / 5 / 0.0773
mux: 2 / 2 / 0.0302
## area by class of cell
cell class,instances,area [µm²],share of cell area
sequential,12,360,0.347
multi-input combinational,42,332,0.319
timing repair buffer,24,228,0.219
tap,48,60.1,0.0578
clock buffer,3,41.3,0.0397
inverter,5,18.8,0.0181
## what timing repair did
item / in CTS / in global routing
setup endpoints to repair: 0 / 1
buffers inserted: 0 / 2
hold endpoints to repair: 0 / 0
resized: 0 / 0
## worst max-delay path by stage
stage | slack (ns) | to | from
6_report | 0.09 | HEX0[6] | Reg_out.data_out[2]
4_1_cts | 0.04 | HEX0[6] | Reg_out.data_out[2]
5_1_grt | 0.007 | HEX0[0] | Reg_out.data_out[3]
No activity file was given, so power comes from the tool's default toggle rates.
